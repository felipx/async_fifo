File: flow/constraint.sdc
current_design async_fifo

set clk_period 14.7
set clk_io_pct 0.2

create_clock -name clk0 -period $clk_period [get_ports {rclk}]
create_clock -name clk1 -period $clk_period [get_ports {wclk}]

set non_clock_inputs [all_inputs -no_clocks]
set_input_delay [expr $clk_period * $clk_io_pct] -clock clk0 $non_clock_inputs
set_output_delay [expr $clk_period * $clk_io_pct] -clock clk0 [all_outputs]
File: flow/design.v
module async_cmp #(
    parameter int unsigned AddrWidth = 4,
    localparam int unsigned N = AddrWidth-1
) (
    input       wrst_n,
    input [N:0] wptr,
    input [N:0] rptr,
    output      aempty_n,
    output      afull_n
);
    logic direction;
    logic high;
    assign high = 1'b1;
    logic dirset_n, dirclr_n;
    assign dirset_n= ~((wptr[N] ^ rptr[N-1]) & ~(wptr[N-1] ^ rptr[N]));
    assign dirclr_n = ~((~(wptr[N] ^ rptr[N-1]) & (wptr[N-1] ^ rptr[N])) | ~wrst_n);
    always @(negedge dirset_n or negedge dirclr_n) begin
        if (!dirclr_n) begin
            direction <= 1'b0;
        end else begin
            direction <= 1'b1;
        end
    end
    assign aempty_n = ~((wptr == rptr) && !direction);
    assign afull_n = ~((wptr == rptr) && direction);
endmodule
module async_fifo #(
    parameter int unsigned DataWidth = 32,
    parameter int unsigned AddrWidth = 4
) (
    input                 wclk,
    input                 wrst_n,
    input                 winc,
    input [DataWidth-1:0] wdata,
    output                wfull,
    input                  rclk,
    input                  rrst_n,
    input                  rinc,
    output                 rempty,
    output [DataWidth-1:0] rdata
);
    logic [AddrWidth-1:0] wptr, rptr;
    logic [AddrWidth-1:0] waddr, raddr;
    async_cmp #(
        .AddrWidth(AddrWidth)
    ) u_async_cmp(
        .wrst_n(wrst_n),
        .wptr(wptr),
        .rptr(rptr),
        .aempty_n(aempty_n),
        .afull_n(afull_n)
    );
    fifo_mem #(
        .DataWidth(DataWidth),
        .AddrWidth(AddrWidth)
    ) u_fifo_mem (
        .wclk(wclk),
        .wclken(winc),
        .waddr(wptr),
        .raddr(rptr),
        .wdata(wdata),
        .rdata(rdata)
    );
    rptr_empty #(
        .AddrWidth(AddrWidth)
    ) u_rptr_empty (
        .rclk(rclk),
        .rrst_n(rrst_n),
        .rinc(rinc),
        .aempty_n(aempty_n),
        .rempty_o(rempty),
        .rptr_o(rptr)
     );
    wptr_full #(
        .AddrWidth(AddrWidth)
    ) u_wptr_full (
        .wclk(wclk),
        .wrst_n(wrst_n),
        .winc(winc),
        .afull_n(afull_n),
        .wfull_o(wfull),
        .wptr_o(wptr)
    );
endmodule
module fifo_mem #(
    parameter int unsigned DataWidth = 8,
    parameter int unsigned AddrWidth = 4
) (
    input                  wclk,
    input                  wclken,
    input  [AddrWidth-1:0] waddr,
    input  [AddrWidth-1:0] raddr,
    input  [DataWidth-1:0] wdata,
    output [DataWidth-1:0] rdata
);
    localparam int unsigned Size = 1 << AddrWidth;
    logic [DataWidth-1:0] mem [Size];
    initial begin
        for (int unsigned i=0; i<Size; i=i+1)
            mem[i] = '0;
    end
    always_ff @(posedge wclk) begin
        if (wclken) begin
            mem[waddr] <= wdata;
        end
    end
    assign rdata = mem[raddr];
endmodule
module rptr_empty #(
    parameter int unsigned AddrWidth = 4
) (
    input                  rclk,
    input                  rrst_n,
    input                  rinc,
    input                  aempty_n,
    output                 rempty_o,
    output [AddrWidth-1:0] rptr_o
);
    logic [AddrWidth-1:0] rptr, rbin;
    logic                 rempty, rempty2;
    logic [AddrWidth-1:0] rgnext, rbnext;
    assign rptr_o = rptr;
    assign rempty_o = rempty;
    always_ff @(posedge rclk or negedge rrst_n) begin
        if (!rrst_n) begin
            rbin <= 0;
            rptr <= 0;
        end else begin
            rbin <= rbnext;
            rptr <= rgnext;
        end
    end
    assign rbnext = !rempty ? rbin + rinc : rbin;
    assign rgnext = (rbnext >> 1) ^ rbnext;
    always_ff @(posedge rclk or negedge aempty_n) begin
        if (!aempty_n) begin
            {rempty,rempty2} <= 2'b11;
        end else begin
            {rempty,rempty2} <= {rempty2,~aempty_n};
        end
    end
endmodule
module wptr_full #(
    parameter int unsigned AddrWidth = 4
) (
    input                  wclk,
    input                  wrst_n,
    input                  winc,
    input                  afull_n,
    output                 wfull_o,
    output [AddrWidth-1:0] wptr_o
);
    logic [AddrWidth-1:0] wptr, wbin;
    logic                 wfull, wfull2;
    logic [AddrWidth-1:0] wgnext, wbnext;
    assign wptr_o = wptr;
    assign wfull_o = wfull;
    always_ff @(posedge wclk or negedge wrst_n) begin
        if (!wrst_n) begin
            wbin <= 0;
            wptr <= 0;
        end else begin
            wbin <= wbnext;
            wptr <= wgnext;
        end
    end
    assign wbnext = !wfull ? wbin + winc : wbin;
    assign wgnext = (wbnext >> 1) ^ wbnext;
    always_ff @(posedge wclk or negedge wrst_n or negedge afull_n) begin
        if (!wrst_n ) begin
            {wfull,wfull2} <= 2'b00;
        end else if (!afull_n) begin
            {wfull,wfull2} <= 2'b11;
        end else begin
            {wfull,wfull2} <= {wfull2,~afull_n};
        end
    end
endmodule
File: flow/run.sh
#!/bin/bash
# OpenROAD 26Q1-2900-gdf79404cd8, Yosys 0.63+post, stock flow scripts
make -C /OpenROAD-flow-scripts/flow DESIGN_CONFIG=/design/flow/config.mk WORK_HOME=/design/flow/orfs finish
File: flow/config.mk
export PLATFORM = sky130hd
export DESIGN_NAME = async_fifo
export DESIGN_NICKNAME = async_fifo
export VERILOG_FILES = /design/flow/design.v
export SDC_FILE = /design/flow/constraint.sdc
export NUM_CORES = 4
export LEC_CHECK = 1
export CORE_UTILIZATION = 50
==> qor.txt <==
Routability cong. - 0.773
Largest net degree at the start of global routing - 47
Synth flops - 531
CTS tree - done
Vias in the first global route - 10700
Maximum vdd drop - 233 uV
Number of enable flip-flop cells - 512
GRT Resource Usage Total - 24.5%
# DRC - 0
First-pass GRT wire length - 63000 um
P_leak - 7.33 nW
Setup violators final - 0
Logic pwr share - 28.4%
Via count - 9193
Horiz. Die Dim - 202 um
Initial antenna violation count - 3
Post-synthesis cell count - 869
I/O pins - 72
Syn avg cell area - 23.0 um^2
Core ar. - 0.0391 mm^2
Most frequent logic cell in the layout - edfxtp_1
CP Launch Type - flip-flop
Critical path capture point type - output port
Simple-Gate Area Share - 1.58%
Max Cap Viol - 0
Setup Fix Bufs, Post-CTS - 0
Warning total across the stage logs - 28
Grt total ovfl - 0
Die H - 202 um
Cell internal pwr - 3.23 mW
CP arrival - 3.82 ns
Final Hold Viols - 0
Dpl hpwl - 21400 um
Unrepaired setup endpoints after global routing - false
Clock Pin Slew Worst Setup and Hold Paths - 0.04 ns
Worst slew pin tran - 0.812 ns
# Cells Yosys - 869
Yosys cell types - 30
Post-route insts no fill - 1535
Sw Share - 28.2%
Final Max Tran Viols - 0
Slew HR - 45.7%
Ys flop type - edfxtp_1
Synthesis Warnings - 8
Placed cells - 1439
DIE AREA - 0.0409 mm^2
Yosys adder share - 0.250%
Fin Setup TNS - 0 ns
Data required time at the worst endpoint - 11.76 ns
Top Layout Cells - 512 x edfxtp_1, 128 x mux4_2, 70 x clkdlybuf4s50_1
WL/cell - 27.7 um
Ys async rst share - 3.58%
Yosys synthesis chip area - 0.0200 mm^2
Type of the worst setup path - flip-flop to output port
Top comb family, area - multiplexers
Netlist Area Pre-Place - 0.0200 mm^2
Xor/xnor share - 0.700%
Post-synth seq share - 79.2%
# rows - 72
Via-to-Cell Ratio - 5.99
CP max FO - 34
Ao+oa area frac - 2.44%
Seq pwr share - 43.6%
Initial detailed-routing violation count - 392
Routed wire length - 42500 um
Finished Cell Area - 0.0232 mm^2
Post_cts resized - 0
First-pass detailed-route iteration total - 4
Register pins left without a clock - 1
FP Util - 51.2%
Status - completed
Sw power - 1.27 mW
Antenna-violating nets left - 0
Skew final - 0.0147 ns
Hold Buf Count CTS - 0
Share of layout cells above drive strength 1 - 24.9%
Area fraction in mux cells - 14.6%
HP Class - flip-flop to flip-flop
Placed Area - 0.0215 mm^2
Port Buffers - 70
Tot Pwr - 4.50 mW
P per Cell Area - 194 mW/mm^2
Clock power frac - 28.0%
Layout area overhead - 15.7%
-- critical path, cell delays in order, from the launching register on --
cell and delay (ns):
dfrtp_4 0.79, buf_4 0.66, buf_4 0.67, mux4_2 0.60, a22oi_1 0.26, nand2_1 0.11, clkdlybuf4s50_1 0.43
-- through the flow --
stage / utilization (%) / setup slack [ns] / hold WS (ns)
after global routing: 59.2 / 7.57 / 0.364
after detailed placement: 55.0 / 8.10 / 0.348
after floorplan: - / 8.61 / 0.345
final: 59.2 / 7.94 / 0.354
after global placement: 55.0 / 8.14 / 0.351
after CTS: 59.2 / 7.83 / 0.357
-- flip-flops by register name (all words and copies together), names as in the netlist, 3 cells and up --
register and cells:
u_fifo_mem.mem 512, u_rptr_empty.rbin 3, u_rptr_empty.rptr 4, u_wptr_full.wbin 3, u_wptr_full.wptr 4
-- area by class of cell --
class | count | area, um^2
flip-flops and latches | 531 | 15900
well taps | 518 | 648
multi-input cells | 287 | 4060
fillers | 2685 | 15900
diodes | 1 | 2.50
clock inverters | 17 | 115
repair buffers | 99 | 918
clock buffers | 78 | 1530
inverters | 4 | 15.0
-- synthesized netlist by cell type (3+ instances only) --
cell	instances	area (um^2)
buf_4	6	45.0
nor3_1	4	20.0
buf_2	10	50.1
nor2b_1	5	31.3
nor2_1	14	52.6
clkbuf_1	27	101
a22oi_1	64	480
dfrtp_1	15	375
ha_1	4	50.1
mux4_2	128	2880
nand2_1	33	124
buf_1	3	11.3
xnor2_1	11	96.3
xor2_1	5	43.8
nand2b_1	3	18.8
edfxtp_1	512	15400
inv_1	4	15.0
-- cells by family (layout without fill, tap and decap cells) --
logic type,after synthesis,count (layout)
compound gates,65,65
fa+ha+maj,4,4
buf+inv,51,198
xor+xnor,16,16
flops,531,531
other cells,1,2
simple gates,69,69
mux,132,132
-- metal layers --
layer / global-route usage [%] / up-vias / wire length, um / share of wire [%]
met1: 30.0 / 4525 / 13100 / 31
met3: 22.6 / 80 / 8230 / 19
met2: 33.7 / 691 / 20000 / 47
li1: - / 3893 / - / -
met4: 5.42 / 4 / 1170 / 2.8
met5: 0 / - / 22 / 0.052
-- path summary, 6_finish.rpt --
check,startpoint,slack (ns),cells past startpoint,endpoint
worst max-delay path,u_rptr_empty.rptr[0],7.94,6,rdata[5]
worst min-delay path,u_rptr_empty.rempty2,0.35,0,u_rptr_empty.rempty
worst max register to register,u_wptr_full.wptr[3],12.12,3,u_fifo_mem.mem[3][4]
worst min register to register,u_rptr_empty.rempty2,0.35,0,u_rptr_empty.rempty
max in group clk1,winc,9.66,4,u_fifo_mem.mem[3][4]
max in group asynchronous,wrst_n,11.47,1,u_wptr_full.wfull
min in group asynchronous,u_rptr_empty.rptr[2],0.44,3,u_wptr_full.wfull2
min in group clk1,u_wptr_full.wfull2,0.52,0,u_wptr_full.wfull
-- power groups by stage --
stage     sequential (mW)  combinational, mW  clock, mW
6_report             1.96               1.28       1.26
5_1_grt              1.98               1.39       1.35
4_1_cts              1.96               1.30       1.29
Power figures rest on the tool's default switching activity, not on a simulated workload.
